==> flow/design.v <==
module decimal_to_7segment_digit(
	input [3:0] decimal,
	output reg [6:0] segments
);
	localparam num0 = 7'b1111110;
	localparam num1 = 7'b0110000;
	localparam num2 = 7'b1101101;
	localparam num3 = 7'b1111001;
	localparam num4 = 7'b0110011;
	localparam num5 = 7'b1011011;
	localparam num6 = 7'b1011111;
	localparam num7 = 7'b1110000;
	localparam num8 = 7'b1111111;
	localparam num9 = 7'b1110011;
	localparam error = 7'b1001111;
	always @ (decimal) begin
		case (decimal)
			4'd0 : segments <= num0;
			4'd1 : segments <= num1;
			4'd2 : segments <= num2;
			4'd3 : segments <= num3;
			4'd4 : segments <= num4;
			4'd5 : segments <= num5;
			4'd6 : segments <= num6;
			4'd7 : segments <= num7;
			4'd8 : segments <= num8;
			4'd9 : segments <= num9;
			default : segments <= error;
		endcase
	end
endmodule
module display(
	input wire clk,
	input wire user_btn,
	output wire [2:0] rgb_led,
	output wire digit_anode1,
	output wire digit_anode2,
	output wire digit_anode3,
	output wire digit_anode4,
	output wire segmentA,
	output wire segmentB,
	output wire segmentC,
	output wire segmentD,
	output wire segmentE,
	output wire segmentF,
	output wire segmentG
);
	localparam five_millis = 'd120_000;
	localparam one_second = 'd24_000_000;
	reg [27:0] one_second_timer;
	reg [19:0] counter;
	always @(posedge clk) begin
		if (user_btn == 0) begin
			counter <= 0;
		end
		if (one_second_timer == one_second) begin
			one_second_timer <= 0;
			if (counter == 10_000) counter <= 0;
			else counter <= counter + 1;
		end
		else one_second_timer <= one_second_timer + 1;
	end
	wire [3:0] counter_digit_thousands;
	wire [3:0] counter_digit_cents;
	wire [3:0] counter_digit_tens;
	wire [3:0] counter_digit_ones;
	assign counter_digit_thousands = counter >= 'd1000 ? counter / 'd1000 % 'd10 : 0;
	assign counter_digit_cents = counter >= 'd100 ? counter / 'd100 % 'd10 : 0;
	assign counter_digit_tens = counter >= 'd10 ? counter / 'd10 % 'd10 : 0;
	assign counter_digit_ones = counter >= 'd1 ? counter / 'd1 % 'd10 : 0;
	wire [6:0] digit1_out;
	wire [6:0] digit2_out;
	wire [6:0] digit3_out;
	wire [6:0] digit4_out;
	decimal_to_7segment_digit digit1_converter (counter_digit_thousands, digit1_out);
	decimal_to_7segment_digit digit2_converter (counter_digit_cents, digit2_out);
	decimal_to_7segment_digit digit3_converter (counter_digit_tens, digit3_out);
	decimal_to_7segment_digit digit4_converter (counter_digit_ones, digit4_out);
	reg [19:0] display_timer;
	reg [3:0] digit_selector;
	reg [6:0] segments_out;
	assign rgb_led = 3'b111;
	assign {digit_anode1, digit_anode2, digit_anode3, digit_anode4} = ~digit_selector;
	assign {segmentA, segmentB, segmentC, segmentD, segmentE, segmentF, segmentG} = segments_out;
	always @(posedge clk) begin
		if (user_btn == 0) begin
			display_timer <= 0;
			digit_selector <= 4'b0001;
			segments_out <= 7'b0000000;
		end
		if (display_timer == five_millis) begin
			display_timer <= 0;
			digit_selector <= {digit_selector[2:0], digit_selector[3]};
		end
		else if (display_timer == 1) begin
			case (digit_selector)
				4'b1000 : segments_out <= digit1_out;
				4'b0100 : segments_out <= digit2_out;
				4'b0010 : segments_out <= digit3_out;
				4'b0001 : segments_out <= digit4_out;
			endcase
			display_timer <= display_timer + 1;
		end
		else display_timer <= display_timer + 1;
	end
endmodule
==> flow/run.sh <==
#!/bin/bash
# OpenROAD 26Q1-2900-gdf79404cd8, Yosys 0.63+post, stock flow scripts
make -C /OpenROAD-flow-scripts/flow DESIGN_CONFIG=/design/flow/config.mk WORK_HOME=/design/flow/orfs finish
==> flow/config.mk <==
export PLATFORM = sky130hd
export DESIGN_NAME = display
export DESIGN_NICKNAME = display
export VERILOG_FILES = /design/flow/design.v
export SDC_FILE = /design/flow/constraint.sdc
export NUM_CORES = 4
export LEC_CHECK = 1
export CORE_UTILIZATION = 30
==> flow/constraint.sdc <==
current_design display

set clk_period 19.2
set clk_io_pct 0.2

create_clock -name clk0 -period $clk_period [get_ports {clk}]

set non_clock_inputs [all_inputs -no_clocks]
set_input_delay [expr $clk_period * $clk_io_pct] -clock clk0 $non_clock_inputs
set_output_delay [expr $clk_period * $clk_io_pct] -clock clk0 [all_outputs]
==> run notes <==
Item: results of the latest flow run.

- The time the final worst path needs with I/O delays and setup is about 14 ns.
- The number of cells in the yosys synthesis report is 2065.
- Registers take between 0.0015 and 0.002 sq mm.
- The routed via count divided by cell count is around 5.9.
- A synthesized cell averages ~7 sq um.
- The number of buffers inserted to repair setup after CTS is 0.
- The hold path startpoint is display_timer[19]$_SDFF_PP0_.
- The number of max-cap violations is 0.
- The mapped netlist covers about 0.014 sq mm.
- The register bit count reported by yosys is 79.
- The share of post-route cells with drive strength above 1 is just over 8%.
- For this run, the final setup violation count is recorded as 0.
- The worst pin sits at a relative slew slack of approximately a third.
- The synthesized netlist handed to floorplanning was reported with a cell count of around 2100.
- The overall routed net length is approximately 41000 um.
- The number of warnings the tools reported is approximately 48.
- The final clock period utilization by the worst path is slightly above 70%.
- Cells fill between 30 and 40% of the core in the end.
- The remaining antenna violation count is 0.
- The residual overflow from global routing is 0.
- The clock H-tree reported by CTS has 3 levels.
- Detailed placement ended at an HPWL of ~30000 um.
- The flow ran to the end, and the final reports show no timing, DRC or antenna violations.
- The most common logic cells in the final layout are sky130_fd_sc_hd__nor2_1 (204), sky130_fd_sc_hd__nand2_1 (181), sky130_fd_sc_hd__a21oi_1 (137).
- According to the report, the first pass of detailed routing completed in 5 iterations.
- IR analysis of the VDD net gives a maximum drop of around 0.000041 V.
- The total area of multi-input combinational cells is approximately 0.012 sq mm.
- The leakage component of the power was reported as 0.00536 uW.
- Total power normalized to cell area comes to approximately 23 mW/mm^2.
- The CTS tree is yes.
- The top cell type in the final layout, fill and taps aside, is sky130_fd_sc_hd__nor2_1.
- The global routing report lists combined usage of all routing layers as approximately 17%.
- The script parses the final routing iteration and logs DRC violations as 0.
- Counting cells, the worst reg-to-reg path comes to ~41.
- The post-cts hold buffer count is 0.
- After layout, the design draws a total of 349 uW.
- For this run, the register share of the synthesized area comes to about an eighth.
- The floorplan core density is between 30% and 40%.
- The startpoint of the most critical register-to-register path is counter[19]$_SDFFCE_PP0P_.
- After the first detailed-routing iteration, the DRC count stood at roughly 1200.
- The number of distinct standard cells referenced by the synthesized netlist is between 100 and 150.
- The register-to-register setup slack is between 5 and 6 ns.
- The vertical extent of the die is between 200 and 250 um.
- The final count of hold timing violations is 0.
- The worst setup path is of the reg -> reg kind.
- Between clock sinks in the finished design, the worst skew comes to approximately 0.013 ns.
- The final-layout setup total negative slack is 0 ns.
- The delay of the slowest cell on the worst path is 0.78 ns.
- In this run the horizontal extent of the chip is ~220 um.
- Among all flip-flop cells after synthesis, the most frequent one is sky130_fd_sc_hd__dfxtp_1.
- The chip footprint is 0.0489 sq mm.
- The core region is approximately 0.047 sq mm.
- The weighted congestion at the end of routability-driven global placement is around 0.94.
- STA puts the critical path data arrival time at about 14 ns.
- The area growth from synthesis to layout is 5.95%.
- Counting flops with an async set or reset pin after synthesis yields a share of 0%.
- The initial antenna violation count is 0.
- The total antenna diodes in the routed design is 0.
- Entering global routing, the biggest net connects between 60 and 70 pins.
- The CTS log lists the clock sinks for this run as 79.
- In this run the worst hold path is classified as reg -> reg.
- Setup repair after global routing left no endpoint under its margin.
- The number of placed I/O pins is 16.
- The routed layout has 15273 vias.
- The kind of capture point of the worst setup path is a flip-flop.
- CTS added clock buffers totalling 9.
- In this run the clock root is driven by a sky130_fd_sc_hd__clkbuf_16.
- The total of cells resized after clock tree synthesis is 0.
- The end of the worst register-to-register path is segments_out[3]$_DFF_P_.
- The worst-skew pair later-pin latency is between 0.3 and 0.4 ns.
- The number of fill cells is just under 5000.
- The worst setup path is launched from a flip-flop.
- The endpoint required time on the critical path is around 19 ns.
- The clock passes through at most 2 buffers.
- The synthesis report lists the Yosys warning total as 2.
- The first global-routing pass estimated just under 70000 um of wire.
- The chip area from the yosys synthesis statistics is 0.0144 sq mm.
- The clock slew at the register clock pins of the worst setup and hold paths is around 0.070 ns.
- STA shows the worst min-delay path finishing at display_timer[19]$_SDFF_PP0_.
- Max fanout on the critical path was recorded as ~61.
- The total number of placement rows is approximately 80.
- The library cell contributing the largest single delay on the critical path is sky130_fd_sc_hd__o221ai_1.
- The worst hold path depth is 1.
- For the pin with the worst max-slew slack, the measured transition is ~0.99 ns.
- The via count of the first global-routing pass was between 10000 and 15000.
- The placement report lists the number of port buffers as 12.
- The detailed-route wire length per cell is 15.9 um.
- Static timing analysis puts the maximum clock frequency at ~0.072 GHz.
- The count of flip-flops with a built-in enable after synthesis is 24.
- The number of max-slew violations in the final report is 0.
==> worst max-delay path: cells and delay by family, from the launching register on <==
family	cells	cell delay (ns)
AND-OR/OR-AND	18	6.71
buffers and inverters	4	1.00
adder cells (fa/ha/maj)	2	0.55
flip-flops	1	0.32
XOR/XNOR	3	0.79
AND/OR/NAND/NOR	10	3.14
multiplexers	4	1.15
==> flip-flops by register name (all words and copies together) (netlist names) <==
name	flops
counter	20
display_timer	20
segments_out	7
digit_selector	4
one_second_timer	28
==> layout make-up <==
| class | count | share of cell area [%] |
|---|---|---|
| clock buffers | 10 | 1.64 |
| clock inverters | 6 | 0.271 |
| inverters | 69 | 1.70 |
| multi-input cells | 1778 | 76.8 |
| flip-flops and latches | 79 | 11.9 |
| well taps | 607 | 4.98 |
| repair buffers | 51 | 2.71 |
==> kinds of logic after synthesis <==
family	share of synthesized area, %
AOI/OAI and AO/OA	35.4
xor gates and xnor gates	9.34
adders and majority gates	4.50
buffers and inverters	6.26
DFF	12.6
muxes	4.89
other	0.0260
and+or+nand+nor	27.0
==> metal layers <==
metal  up-vias  GRT usage, %  share of wire, %  routed length [um]
met5         -             0                 0                   0
met4         0          3.16               2.0                 816
met3        53          1.33               5.1                2090
met2       478          26.2                45               18400
met1      7127          25.3                48               20000
li1       7615             -                 -                   -
==> where the power goes <==
group | switching [uW] | internal [uW]
Clock | 78.7 | 96.2
Sequential | 0.358 | 171
Combinational | 1.43 | 1.12
Total | 80.5 | 268
==> cells in the mapped netlist (38+ instances only) <==
cell type	count	area, sq um
sky130_fd_sc_hd__nor2_1	204	766
sky130_fd_sc_hd__nand2_1	181	679
sky130_fd_sc_hd__a21oi_1	137	686
sky130_fd_sc_hd__o21ai_0	134	671
sky130_fd_sc_hd__xnor2_1	115	1010
sky130_fd_sc_hd__nand3_1	114	571
sky130_fd_sc_hd__clkbuf_1	86	323
sky130_fd_sc_hd__inv_1	61	229
sky130_fd_sc_hd__nor3_1	56	280
sky130_fd_sc_hd__dfxtp_1	55	1100
sky130_fd_sc_hd__mux2i_1	53	531
sky130_fd_sc_hd__ha_1	38	475
==> per-stage QoR <==
step / hold WS [ns] / area (sq um) / cells / worst slack, ns
6_report: 0.464 / 15300 / 2600 / 5.37
5_1_grt: 0.492 / 15300 / 2600 / 4.15
4_1_cts: 0.466 / 15300 / 2600 / 5.60
3_5_place_dp: 0.449 / 15000 / 2584 / 5.69
3_3_place_gp: 0.449 / 15000 / 2584 / 6.12
2_1_floorplan: 0.433 / 14400 / 2067 / 8.59
==> worst max path at each step <==
| stage | start | to | slack [ns] | cells past startpoint |
|---|---|---|---|---|
| CTS | counter[19]$_SDFFCE_PP0P_ | segments_out[3]$_DFF_P_ | 5.60 | 41 |
| finish | counter[19]$_SDFFCE_PP0P_ | segments_out[3]$_DFF_P_ | 5.37 | 41 |
| global route | counter[19]$_SDFFCE_PP0P_ | segments_out[3]$_DFF_P_ | 4.15 | 41 |
Power and IR drop assume default switching activity.
